==> design.v <==
`timescale 1ns / 1ns
module clockdivider(Clk, ClkOut);
   input Clk;
   output reg ClkOut;
   parameter DivVal = 25000000;  
   reg[24:0] DivCnt;
   reg ClkInt;
   always @(posedge Clk) begin
		if( DivCnt == DivVal ) begin
			ClkOut <= ~ClkInt;
         ClkInt <= ~ClkInt;
         DivCnt <= 0;
      end
      else begin
			ClkOut <= ClkInt;
         ClkInt <= ClkInt;
         DivCnt <= DivCnt + 1;
      end
   end
endmodule
`timescale 1ns / 1ps
module trafficsystem(clk, ns_sensor, ew_sensor, Gew, Gns, Yew, Yns, Rew, Rns);
input ns_sensor, ew_sensor;
input clk;
output reg Gew, Gns, Yew, Yns, Rew, Rns;
reg [3:0] state;
reg [3:0] nextState;
reg [1:0] nsSensorWait;
reg [1:0] ewSensorWait;
wire clkout;
parameter RedRedforNS = 0;
parameter RedYellow = 1;
parameter RedGreen = 2;
parameter GreenRed = 3;
parameter YellowRed = 4;
parameter RedRedforEW = 5;
parameter RedYellowforNS = 6;
parameter RedYellowforEW = 7;
parameter YellowRedforNS = 8;
parameter YellowRedforEW = 9;
clockdivider cd(clk, clkout);
initial begin
state = RedRedforNS;
nextState = RedRedforNS;
ewSensorWait = 0;
nsSensorWait = 0;
end
always@(posedge clkout) begin
	if (state == RedRedforEW) begin
		Rew = 1; Rns = 1;
		Gew = 0; Gns = 0; Yew = 0; Yns = 0; 
		nextState = RedGreen;
	end
	else if (state == RedRedforNS) begin
		Rew = 1; Rns = 1;
		Gew = 0; Gns = 0; Yew = 0; Yns = 0; 
		nextState = GreenRed;
	end
   else if (state == RedGreen) begin
		Gew = 1; Rns = 1;
		Rew = 0; Gns = 0; Yew = 0; Yns = 0; 
		if (ns_sensor) begin
			nsSensorWait = nsSensorWait + 1; 
			if (nsSensorWait == 2) begin
				nextState = RedYellowforNS;
				nsSensorWait = 0;
			end
			else begin
				nextState = RedGreen;
			end
		end
		else begin
			nextState = RedGreen;
			nsSensorWait = 0;
		end
	end
	else if (state == RedYellowforNS) begin
		Yew = 1; Rns = 1;
		Gew = 0; Gns = 0; Yns = 0; Rew = 0;
		nextState = RedRedforNS;
	end
	else if (state == RedYellowforEW) begin
		Yew = 1; Rns = 1;
		Gew = 0; Gns = 0; Yns = 0; Rew = 0;
		nextState = RedRedforEW;
	end
	else if (state == YellowRedforNS) begin
		Rew = 1; Yns = 1;
		Gew = 0; Gns = 0; Yew = 0; Rns = 0;
		nextState = RedRedforNS;
	end
	else if (state == YellowRedforEW) begin
		Rew = 1; Yns = 1;
		Gew = 0; Gns = 0; Yew = 0; Rns = 0;
		nextState = RedRedforEW;
	end
	else if (state == GreenRed) begin
		Rew = 1; Gns = 1;
		Gew = 0; Yns = 0; Yew = 0; Rns = 0;
		if (ew_sensor) begin
			ewSensorWait = ewSensorWait + 1; 
			if (ewSensorWait == 2) begin
				nextState = YellowRedforEW;
				ewSensorWait = 0;
			end
			else begin
				nextState = GreenRed;
			end
		end
		else begin
			nextState = GreenRed;
			ewSensorWait = 0;
		end
	end
	state = nextState;
end
endmodule
==> run.sh <==
#!/bin/bash
# OpenROAD 26Q1-2900-gdf79404cd8, Yosys 0.63+post, stock flow scripts
make -C /OpenROAD-flow-scripts/flow DESIGN_CONFIG=/design/flow/config.mk WORK_HOME=/design/flow/orfs finish
==> config.mk <==
export PLATFORM = sky130hd
export DESIGN_NAME = trafficsystem
export DESIGN_NICKNAME = trafficsystem
export VERILOG_FILES = /design/flow/design.v
export SDC_FILE = /design/flow/constraint.sdc
export NUM_CORES = 4
export LEC_CHECK = 1
export CORE_AREA = 10 10 106 106
export DIE_AREA = 0 0 116 116
==> constraint.sdc <==
current_design trafficsystem

set clk_period 5.6
set clk_io_pct 0.2

create_clock -name clk0 -period $clk_period [get_ports {clk}]

set non_clock_inputs [all_inputs -no_clocks]
set_input_delay [expr $clk_period * $clk_io_pct] -clock clk0 $non_clock_inputs
set_output_delay [expr $clk_period * $clk_io_pct] -clock clk0 [all_outputs]
==> qor.json <==
{
  "result_of_the_run": "finished clean",
  "ant_nets": 0,
  "finalCoreUtilization_pct": 23.6,
  "setup.worst_path.class": "flip-flop to flip-flop",
  "place_area_um2": 2030,
  "ys_types": 38,
  "finish.instance_area_um2": 2090,
  "rr_endpoint": "cd.DivCnt[24]",
  "cts_inserted_buffers": 3,
  "grt_setup_unrepaired": "false",
  "hold_path_startpoint": "cd.DivCnt[0]",
  "floorplan.die.width_um": 116,
  "placeableCoreArea_um2": 8850,
  "hold_path_depth": 1,
  "grt_pass1_wl_um": 5500,
  "total_power_mw": 0.306,
  "post_synth.cell_area_avg_um2": 8.97,
  "io_buffer_count": 8,
  "detail_route.drc_violations": 0,
  "layout.filler_cells": 963,
  "synth.ff_latch_count": 40,
  "max_clock_freq_mhz": 478,
  "cts_tree": "yes",
  "max_capacitance_violation_count": 0,
  "tool_warnings": 26,
  "wire_per_inst_um": 9.82,
  "post_layout_nonfiller_instances": 319,
  "grt_use_total_pct": 4.77,
  "hold_fix_buffer_count_after_cts": 0,
  "power.switching_mw": 0.0564,
  "cp-start-kind": "flip-flop",
  "setup_viol_count_final": 0,
  "netlist_instances": 205,
  "floorplan.die_area_um2": 13500,
  "final_layout_size_suffix_gt1_share_pct": 3.79,
  "hp-class": "flip-flop to flip-flop",
  "ys_chip_area_um2": 1840,
  "drt_first_iter_violations": 88,
  "die_h_um": 116,
  "edf_count": 5,
  "comb_power_share_pct": 0.8,
  "design.portCount": 9,
  "library_cell_with_the_largest_summed_area_after_synthesis": "sky130_fd_sc_hd__dfxtp_1",
  "final_min_period_over_clock_period_pct": 37.4,
  "crit_path_time_final_ps": 2090,
  "global_route.overflow_total": 0,
  "whs_endpoint": "cd.DivCnt[0]",
  "insertion_delay_ps": 260,
  "htree_levels": 1,
  "clock_path_buffers": 2,
  "place_ws_ps": 3530,
  "antenna_violations_before_repair": 0,
  "post_synthesis_sequential_area_ratio_pct": 46.3,
  "slew_headroom_pct": 58.2,
  "vias": 1354,
  "share_seq_of_total_power_pct": 60.6,
  "yosys-stat-cells": 205,
  "wl_um": 3130,
  "top_area_contributor_share_pct": 38.1,
  "clock_power_share_pct": 38.6,
  "synth.yosys.warnings": 2,
  "power.ir.vdd_worst_v": 0.0000783,
  "cellPowerDensity_nw_per_um2": 147,
  "num_rows": 34,
  "grt_start_max_net_pins": 16,
  "floorplanUtilization_pct": 20.8,
  "endpoint_kind": "flip-flop",
  "firstDrtPassIters": 4,
  "synth.cell_area_um2": 1840,
  "netSwitchingFraction_pct": 18.4,
  "synth-async-reset-ratio_pct": 0,
  "worst_hold_margin_ps": 488,
  "syn_to_layout_area_delta_pct": 13.5,
  "detailed_place_hpwl_um": 2330,
  "cts_post_setup_buffers_inserted": 0,
  "report.final.hold_viol_count": 0,
  "tightest_slew_ps": 622,
  "cts.reportedPaths.clkPinSlew_ps": 80,
  "finalClockSkew_ps": 2.19,
  "ys_top_cells_by_count": "sky130_fd_sc_hd__dfxtp_1, sky130_fd_sc_hd__nor2_1, sky130_fd_sc_hd__xnor2_1, sky130_fd_sc_hd__a21oi_1, sky130_fd_sc_hd__inv_1",
  "maxSlewViolCount": 0,
  "setup-tns-final_ps": 0,
  "drt-vias-per-instance": 4.24,
  "post_synth_main_area_contributors": "sky130_fd_sc_hd__dfxtp_1, sky130_fd_sc_hd__edfxtp_1, sky130_fd_sc_hd__nor2_1",
  "reg2reg_slack_ps": 3510,
  "critPathMaxFanout": 7,
  "cellInternalPower_mw": 0.250,
  "grt_pass1_vias": 1189,
  "gpl.final_weighted_congestion": 0.829,
  "place.detailed.instances": 315,
  "clock_root_buffer_master": "sky130_fd_sc_hd__clkbuf_8",
  "insertedDiodeCount": 0,
  "postSynth.topFlopCell": "sky130_fd_sc_hd__dfxtp_1",
  "unconstrained_endpoints": 24,
  "worst_r2r_path_depth": 5,
  "worstReg2RegStart": "cd.DivCnt[0]",
  "critical_path_required_ps": 5800,
  "unclocked_pins": 14,
  "arrival_ps": 2290,
  "yosysMostFrequentCell": "sky130_fd_sc_hd__dfxtp_1",
  "resized_cells_post_cts": 0,
  "post_route_worst_setup_slack_ps": 3510,
  "power_leakage_nw": 0.744
}
==> area by class of cell <==
cell class | instances | area (um2) | share of cell area, %
Clock buffer | 4 | 55.1 | 2.64
Sequential cell | 40 | 851 | 40.7
Inverter | 11 | 41.3 | 1.98
Tap cell | 108 | 135 | 6.47
Timing Repair Buffer | 9 | 87.6 | 4.19
Multi-Input combinational cell | 147 | 918 | 44.0
==> cell families after synthesis <==
group,share of synthesized area [%]
compound gates,11.2
buf+inv,3.81
flops,46.3
mux,1.09
fa+ha+maj,2.72
simple gates,25.9
xor+xnor,9.05
==> routing by layer <==
layer / track usage (%) / wire length (um) / up-vias
met5: 0 / 0 / -
met4: 0.417 / 8 / 0
met3: 0.785 / 126 / 2
met2: 6.90 / 1280 / 9
met1: 7.57 / 1720 / 604
li1: - / - / 739
==> critical path: stages (launching register included) <==
cell,delay [ps]
sky130_fd_sc_hd__dfxtp_1,400
sky130_fd_sc_hd__ha_1,220
sky130_fd_sc_hd__nand3_2,160
sky130_fd_sc_hd__or4_1,560
sky130_fd_sc_hd__or4_1,550
sky130_fd_sc_hd__a21oi_1,150
==> layout by cell type, fill, tap and decap left out, types with 3 or more instances in the layout <==
cell	n
sky130_fd_sc_hd__clkbuf_8	4
sky130_fd_sc_hd__nand2b_1	4
sky130_fd_sc_hd__ha_1	4
sky130_fd_sc_hd__and3_1	4
sky130_fd_sc_hd__o21ai_0	9
sky130_fd_sc_hd__nor2_1	34
sky130_fd_sc_hd__inv_1	11
sky130_fd_sc_hd__nand4_1	5
sky130_fd_sc_hd__dfxtp_1	35
sky130_fd_sc_hd__nor3_1	3
sky130_fd_sc_hd__or4_1	3
sky130_fd_sc_hd__nand3_1	8
sky130_fd_sc_hd__xnor2_1	12
sky130_fd_sc_hd__xor2_1	7
sky130_fd_sc_hd__edfxtp_1	5
sky130_fd_sc_hd__nor4_1	7
sky130_fd_sc_hd__nand2_1	10
sky130_fd_sc_hd__a21oi_1	11
sky130_fd_sc_hd__clkdlybuf4s50_1	8
==> power groups by stage <==
stage         Combinational (mW)  Sequential, mW  Clock [mW]
global route             0.00256           0.186       0.133
CTS                      0.00238           0.186       0.123
finish                   0.00241           0.186       0.118
==> worst max-delay path by stage <==
stage | startpoint | to | cells past startpoint
CTS | cd.DivCnt[0] | cd.DivCnt[24] | 5
global route | cd.DivCnt[0] | cd.DivCnt[24] | 5
finish | cd.DivCnt[0] | cd.DivCnt[24] | 5
==> registers in the layout, summed over array words and instances (netlist names) <==
name          count
Yns               1
cd.DivCnt        25
ewSensorWait      2
Gns               1
Yew               1
Rns               1
nsSensorWait      2
Rew               1
nextState         4
cd.ClkOut         1
Gew               1
Power is estimated from default activity; no workload was simulated.
